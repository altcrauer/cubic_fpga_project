`/design/flow/design.v`:
```
module initial_reset_pulse
#(
	parameter INITIAL_US_DELAY = 1000000,  
	parameter CLOCK_SPEED_HZ = 50000000,  
	parameter PULSE_LENGTH = 100)
(
input clk,
output pulse
);
parameter INITIAL_CYCLONE_COUNT = (CLOCK_SPEED_HZ / 1000000) * INITIAL_US_DELAY;
reg [31:0] counter_next;
reg [31:0] counter_reg;
reg pulse_next;
reg pulse_reg;
wire couter_past_initial_cycle_count;
wire couter_past_final_cycle_count;
assign couter_past_initial_cycle_count = counter_reg >= INITIAL_CYCLONE_COUNT;
assign couter_past_final_cycle_count = counter_reg >= (INITIAL_CYCLONE_COUNT + PULSE_LENGTH);
initial counter_reg = 32'd0;
always @(*)
begin
   pulse_next = 1'b0;
	counter_next = counter_reg + 1;
	if(~couter_past_initial_cycle_count)
	begin
		pulse_next = 1'b0;
	end
	else if(couter_past_initial_cycle_count && ~couter_past_final_cycle_count)
	begin
		pulse_next = 1'b1;
	end
	else if(couter_past_final_cycle_count)
	begin
		pulse_next = 1'b0;
		counter_next = counter_reg;
	end
end
always @ ( posedge clk )
begin
	counter_reg <= counter_next;
	pulse_reg <= pulse_next;
end
assign pulse = ~pulse_reg;
endmodule
```
`/design/flow/run.sh`:
```
#!/bin/bash
# OpenROAD 26Q1-2900-gdf79404cd8, Yosys 0.63+post, stock flow scripts
make -C /OpenROAD-flow-scripts/flow DESIGN_CONFIG=/design/flow/config.mk WORK_HOME=/design/flow/orfs finish
```
`/design/flow/config.mk`:
```
export PLATFORM = sky130hd
export DESIGN_NAME = initial_reset_pulse
export DESIGN_NICKNAME = initial_reset_pulse
export VERILOG_FILES = /design/flow/design.v
export SDC_FILE = /design/flow/constraint.sdc
export NUM_CORES = 4
export LEC_CHECK = 1
export CORE_UTILIZATION = 30
```
`/design/flow/constraint.sdc`:
```
current_design initial_reset_pulse

set clk_period 7.4
set clk_io_pct 0.2

create_clock -name clk0 -period $clk_period [get_ports {clk}]

set non_clock_inputs [all_inputs -no_clocks]
set_input_delay [expr $clk_period * $clk_io_pct] -clock clk0 $non_clock_inputs
set_output_delay [expr $clk_period * $clk_io_pct] -clock clk0 [all_outputs]
```
==> flow_summary.ini <==
; physical design summary
[finish]
area_growth_pct = 13.9
comb_area_um2 = 699
largest_reg_flops = 32
final_common_cell = edfxtp_1
lay_top_cells = 32 x edfxtp_1, 25 x xnor2_1, 15 x nand3_1
final_area_um2 = 1920
final.fill_count = 488
seq_area_um2 = 981
final_layout_size_suffix_gt1_share_pct = 10.3

[final_timing]
final.min_clock_period_ns = 2.60
rsz0062_at_grt = false
hold_violations = 0
setup_ws_ns = 4.80
clock_skew_ns = 0.00661
period_used_pct = 35.1
fin_setup_tns_ns = 0
worst_pin_slew_ns = 0.884
setup_viol = 0
max_freq_mhz = 385
drv_slew = 0
worst_slew_margin_rel_pct = 41.1

[power]
p_leak_nw = 0.613
peakVddDrop_mv = 0.0765
powerDensity_nw_per_um2 = 194

[floorplan]
core_um2 = 5270
die_y_um = 77.0
initCoreUtil_pct = 32.0
ios = 2
dieArea_um2 = 5930
rows = 26
die_w_um = 77.0

[cts]
postCtsSetupBuffers = 0
ctsHoldBuffers = 0
root_buffer = clkbuf_8
cts_tree = done
cts_buffers = 5
clk_pin_slew_ns = 0.07
ctsResizeCount = 0
clkLatencyLatePin_ns = 0.28
clockBufferDepth = 2
htree_levels = 2
clkSinkCount = 33

[yosys]
synthAoiAreaFrac_pct = 1.85
synth_stat.cells = 137
xor_area_share_pct = 15.6
simple_gate_area_share_pct = 21.5
synth_cell_types = 24
mux_area_share_pct = 0
logic_family = simple AND/OR/NAND/NOR gates
synth_area_per_cell_um2 = 12.3
adder_share_pct = 1.48
ys_ff = 33
ys_seq_share_pct = 58.2
ys_chip_area_um2 = 1690
yosysWarnings = 1
syn_area_um2 = 1690
synthCells = 137

[drt]
drc = 0
drt_pre_antenna_iters = 4
post_drt_via_cell_ratio = 4.86
drt-initial-drc-count = 52
final_antenna_net_count = 0
totalWireLength_um = 2860
vias = 1049
wl_per_cell_um = 13.2
antennaDiodeCount = 0

[global_route]
track_usage_pct = 10.6
grt_pass1_vias = 1081
grt_max_degree = 18
grt_pass1_wl_um = 4840
overflow = 0
antenna_found_initial = 0

[hold_path]
hp-class = reg2reg

[placement]
placed_area_um2 = 1800
hpwl_um = 1920
post-place-ws_ns = 4.80
routabilityCongestion = 0.746
portBuffers = 1

[critical_path]
cp-end-kind = flip-flop
crit_type = reg2reg
critPathRequiredTime_ns = 7.37
cpMaxStageDelayCell = a221oi_4
critical_path_arrival_ns = 2.57
crit_chain = nor4_1 > o21a_1 > o21ai_0 > a221oi_4 > buf_4
critPathMaxFanout = 17
cpPeakStageDelay_ns = 0.77
startpoint_type = flip-flop

[job]
warnings = 27
max_cap_violations = 0

[status]
status = finished clean
-- cells by family after synthesis --
family / after synthesis
compound gates: 5
xor+xnor: 30
fa+ha+maj: 2
buf+inv: 6
flops: 33
simple gates: 61
-- synth_stat cells, drive strengths merged --
library cell  instances  area share [%]
edfxtp               32              57
xnor2                25              13
nand3                16             5.0
nand4                11             4.1
nand2                10             2.4
nor2                  8             1.8
and3                  6             2.3
inv                   5             1.1
nor3                  5             2.2
xor2                  5             2.6
nor4                  4             3.3
ha                    2             1.5
o21ai                 2            0.59
a21oi                 1            0.30
a221oi                1            0.52
and4                  1            0.52
clkbuf                1            0.30
dfxtp                 1             1.2
o21a                  1            0.45
-- power breakdown --
part           switching, mW  internal (mW)
clock network         0.0621          0.110
logic                      0              0
registers                  0          0.202
-- area by class of cell --
cell class                 count  share of cell area [%]
sequential                    33                    51.1
inverter                       5                   0.977
multi-input combinational     98                    36.4
clock buffer                   7                    4.50
timing repair buffer           2                   0.912
tap                           70                    4.56
clock inverter                 1                    1.56
-- critical path, delay by kind of cell (launching register included) --
family | cells | cell delay [ns]
AND-OR/OR-AND | 3 | 1.07
flip-flops | 1 | 0.43
AND/OR/NAND/NOR | 1 | 0.40
buffers and inverters | 1 | 0.38
-- worst paths after layout --
path	from	endpoint	slack [ns]	depth (start not counted)
setup reg to reg	counter_reg[11]$_DFFE_PP_	counter_reg[27]$_DFFE_PP_	4.80	5
hold / removal	counter_reg[23]$_DFFE_PP_	counter_reg[23]$_DFFE_PP_	0.58	1
setup / recovery	counter_reg[11]$_DFFE_PP_	counter_reg[27]$_DFFE_PP_	4.80	5
hold reg to reg	counter_reg[23]$_DFFE_PP_	counter_reg[23]$_DFFE_PP_	0.58	1
-- metal layers --
layer	global-route usage, %	vias to the layer above	wire [µm]
li1	-	523	-
met1	15.9	495	1360
met2	15.3	26	1280
met3	4.23	5	169
met4	2.08	0	51
met5	0	-	0
-- per-stage QoR --
step / power, mW / hold slack, ns / instances / utilization [%]
after floorplan: 0.206 / 0.550 / 137 / -
after global placement: 0.206 / 0.571 / 208 / 34.2
after detailed placement: 0.206 / 0.572 / 208 / 34.2
after CTS: 0.376 / 0.593 / 216 / 36.4
after global routing: 0.384 / 0.619 / 216 / 36.4
final: 0.373 / 0.584 / 216 / 36.4
Power and IR drop assume default switching activity.
